## ./config.mk

```make
export PLATFORM = sky130hd
export DESIGN_NAME = MCPU_Alu
export DESIGN_NICKNAME = MCPU_Alu
export VERILOG_FILES = /design/flow/design.v
export SDC_FILE = /design/flow/constraint.sdc
export NUM_CORES = 4
export LEC_CHECK = 1
export CORE_UTILIZATION = 50
```

## ./design.v

```verilog
module MCPU_Alu(cmd,in1,in2,out,CF);
parameter CMD_SIZE=3;
parameter WORD_SIZE=16;
parameter  [CMD_SIZE-1:0]  CMD_AND  = 0; 
parameter  [CMD_SIZE-1:0]  CMD_OR   = 1; 
parameter  [CMD_SIZE-1:0]  CMD_XOR   = 2; 
parameter  [CMD_SIZE-1:0]  CMD_ADD   = 3; 
parameter  [CMD_SIZE-1:0]  CMD_LSL   = 4; 
parameter  [CMD_SIZE-1:0]  CMD_LSR   = 5; 
parameter  [CMD_SIZE-1:0]  CMD_SUB   = 6; 
input [CMD_SIZE-1:0] cmd;
input [WORD_SIZE-1:0] in1;
input [WORD_SIZE-1:0] in2;
output[WORD_SIZE-1:0] out;
output CF;
wire [CMD_SIZE-1:0] cmd;
wire [WORD_SIZE-1:0] in1;
wire [WORD_SIZE-1:0] in2;
reg  [WORD_SIZE-1:0] out;
reg  CF;
always @ (cmd, in1, in2)
  #2
case(cmd)
  CMD_AND : begin
               out = in1&in2; 
      end
  CMD_OR : begin
              out = in1|in2;
            end
  CMD_XOR : begin
              out = in1^in2;
            end
  CMD_LSL : begin
              out = in1<<in2;
            end
  CMD_LSR : begin
              out = in1>>in2;
            end
  CMD_SUB : begin
              {CF,out} = in1-in2;
            end
  default : begin
              {CF,out} = in1+in2;
            end
 endcase
endmodule
```

## ./constraint.sdc

```tcl
current_design MCPU_Alu

set clk_period 12.8
set clk_io_pct 0.2

create_clock -name clk0 -period $clk_period

set non_clock_inputs [all_inputs -no_clocks]
set_input_delay [expr $clk_period * $clk_io_pct] -clock clk0 $non_clock_inputs
set_output_delay [expr $clk_period * $clk_io_pct] -clock clk0 [all_outputs]
```

## ./run.sh

```bash
#!/bin/bash
# OpenROAD 26Q1-2900-gdf79404cd8, Yosys 0.63+post, stock flow scripts
make -C /OpenROAD-flow-scripts/flow DESIGN_CONFIG=/design/flow/config.mk WORK_HOME=/design/flow/orfs finish
```

==> impl_metrics.py <==
# Auto-generated metrics
metrics = {
    "status": {
        "status": "complete, no violations",
    },
    "sta": {
        "finalSetupViolCount": 0,
        "hold_violations": 0,
        "unclocked_regs": 1,
        "untimed_endpoints": 2,
        "min_period_ps": 9380,
        "grt_setup_unrepaired": "false",
        "slew_violations": 0,
        "slew_headroom_pct": 54.5,
        "tightest_slew_ps": 676,
        "fin_tns_setup_ps": 0,
        "period_used_pct": 73.3,
        "fmax_mhz": 107,
    },
    "floorplan": {
        "row_count": 31,
        "io_pins": 52,
        "dieHeight_um": 90.0,
        "dieWidth_um": 90.0,
        "fp_util_pct": 52.6,
        "chipArea_um2": 8110,
        "core_um2": 7370,
    },
    "logic_synthesis": {
        "synth_stat.cells": 564,
        "ys_warn_count": 1,
        "yosysTopAreaCell": "ha_1",
        "yosysChipArea_um2": 3880,
        "synth-edff-count": 0,
        "area_leaders": "ha_1 (15%), mux2i_1 (8.5%), nor2_1 (6.7%), a21oi_1 (6.1%), o21ai_0 (5.4%)",
        "ys.flop_type": "dlxtn_1",
        "async_flop_share_pct": 0,
        "avgSynthCellArea_um2": 6.87,
        "top_cell_area_share_pct": 15.5,
        "yosysUniqueCellTypes": 78,
        "synthCells": 564,
        "ys.flops": 1,
        "syn_area_um2": 3880,
    },
    "route": {
        "antennaDiodeCount": 0,
        "routed_wl_mm": 13.6,
        "drc": 0,
        "wl_per_cell_um": 19.9,
        "dr.pass1.iters": 5,
        "drtIter0Drc": 271,
        "postRouteAntennaNets": 0,
        "vias": 4463,
        "routed_via_density": 6.53,
    },
    "worst_setup_path": {
        "critical-path-slowest-cell": "ha_1",
        "crit_type": "in2out",
        "cp.required_ps": 10240,
        "crit_arrival_ps": 6820,
        "cp-start-kind": "input pin",
        "crit_top_cell": "clkdlybuf4s50_1",
        "slowest_delay_ps": 620,
        "cp_max_fo": 33,
        "path_cells": "clkdlybuf4s50_1 > buf_4 > clkinv_1 > ha_1 > o21ba_2 > or4_4 > a21oi_1 > o31ai_1 > o21bai_1 > a211oi_1 > a2111oi_2 > o21ai_1 > clkdlybuf4s50_1",
        "end_kind": "output pin",
    },
    "clock_network": {
        "ctsHoldBuffers": 0,
        "post_cts_buffers": 0,
        "cts_resized": 0,
    },
    "grt": {
        "grt_remaining_overflow": 0,
        "grt_pass1_wl_mm": 21.6,
        "grt_start_max_net_pins": 48,
        "antenna_found_initial": 0,
        "grt_usage_pct": 33.9,
        "grt_pass1_vias": 3966,
    },
    "place": {
        "gp_congestion": 0.990,
        "placed_area_um2": 4340,
        "dp_hpwl_mm": 10.6,
        "io_buffers": 52,
    },
    "finish": {
        "fin_util_pct": 58.8,
        "area_growth_pct": 11.9,
        "fill_cells": 705,
        "largest_reg_flops": 1,
        "final_cell_mix": "nor2_1 (69), clkdlybuf4s50_1 (51), ha_1 (48)",
        "flop_area_um2": 15.0,
        "final_cell_area_um2": 4340,
        "layout-drive-gt1-share_pct": 6.51,
        "comb_area_um2": 3450,
        "final_common_cell": "nor2_1",
    },
    "min_path": {
        "min_path_type": "in2out",
    },
    "pwr": {
        "p_total_mw": 0.181,
        "power.leakage_nw": 1.82,
        "pwr_density_cell_nw_per_um2": 41.7,
        "ir_drop_v": 0.0000181,
    },
    "job": {
        "max-cap-violations": 0,
        "warnings": 65,
    },
}
final timing paths:
| check | start | endpoint | slack, ps | depth (start not counted) |
|---|---|---|---|---|
| max | in2[2] | out[14] | 3420 | 13 |
| min | in2[4] | out[2] | 6310 | 4 |
synth_stat cells, drive strengths merged, types with 9 or more instances:
library cell and n:
nor2 70, ha 48, a21oi 47, o21ai 45, inv 43, nand2 37, mux2i 33, clkbuf 25
a211oi 16, buf 15, nand3 13, nor3 12, a21o 9, o22a 9
power by group:
part           switching (mW)  internal, mW
logic                  0.0988        0.0814
clock network               0             0
registers           0.0000689      0.000554
total                  0.0988        0.0819
cell families after synthesis:
kind of cell               after synthesis  share of synthesized area (%)
AOI/OAI and AO/OA                      205                           36.1
and+or+nand+nor                        173                           21.1
latches                                  1                          0.387
buffers and inverters                   85                           10.6
xor gates and xnor gates                 4                          0.904
muxes                                   46                           14.3
adders and majority gates               50                           16.5
worst max-delay path, delay by kind of cell:
family / cells / cell delay, ps
AND-OR/OR-AND: 7 / 1480
AND/OR/NAND/NOR: 1 / 430
adder cells (fa/ha/maj): 1 / 620
buffers and inverters: 4 / 1740
cell type report:
cell class | instances | area share, %
multi-input combinational | 478 | 79.5
timing repair buffer | 61 | 13.4
inverter | 44 | 3.81
tap | 99 | 2.86
sequential | 1 | 0.346
routing by layer:
layer | GRT usage, % | vias up | wire length [um]
met5 | 0 | - | 0
met4 | 9.27 | 0 | 415
met3 | 5.58 | 33 | 1230
met2 | 48.8 | 223 | 5740
met1 | 52.1 | 2072 | 6210
li1 | - | 2135 | -
through the flow:
stage / hold WS [ps] / worst slack, ps / cells
6_report: 6310 / 3420 / 683
5_1_grt: 6340 / 3190 / 683
4_1_cts: 6320 / 3460 / 683
3_5_place_dp: 6320 / 3470 / 683
3_3_place_gp: 6320 / 3500 / 683
2_1_floorplan: 5390 / 5270 / 564
Power is estimated from default activity; no workload was simulated.
